--- flow/run.sh ---
#!/bin/bash
# OpenROAD 26Q1-2900-gdf79404cd8, Yosys 0.63+post, stock flow scripts
make -C /OpenROAD-flow-scripts/flow DESIGN_CONFIG=/design/flow/config.mk WORK_HOME=/design/flow/orfs finish
--- flow/config.mk ---
export PLATFORM = sky130hd
export DESIGN_NAME = expansion
export DESIGN_NICKNAME = expansion
export VERILOG_FILES = /design/flow/design.v
export SDC_FILE = /design/flow/constraint.sdc
export NUM_CORES = 4
export LEC_CHECK = 1
export CORE_UTILIZATION = 30
--- flow/constraint.sdc ---
current_design expansion

set clk_period 14.7
set clk_io_pct 0.2

create_clock -name clk0 -period $clk_period [get_ports {clk}]

set non_clock_inputs [all_inputs -no_clocks]
set_input_delay [expr $clk_period * $clk_io_pct] -clock clk0 $non_clock_inputs
set_output_delay [expr $clk_period * $clk_io_pct] -clock clk0 [all_outputs]
--- flow/design.v ---
module expansion(out, in, clk, sel);
	input  clk, sel;
	input  [31:0] in;
	output [31:0] out;
	reg  [31:0] mem [0:15];
	wire [31:0] a00, a01, a09, a14;
	wire [31:0] mux_out, add_out, lsigma0_out, lsigma1_out;
	always @(posedge clk) begin
		mem[0]  <=  mem[1]; 
		mem[1]  <=  mem[2]; 
		mem[2]  <=  mem[3];
		mem[3]  <=  mem[4];
		mem[4]  <=  mem[5];
		mem[5]  <=  mem[6];
		mem[6]  <=  mem[7];
		mem[7]  <=  mem[8];
		mem[8]  <=  mem[9];
		mem[9]  <=  mem[10];
		mem[10] <=  mem[11];
		mem[11] <=  mem[12];
		mem[12] <=  mem[13];
		mem[13] <=  mem[14];
		mem[14] <=  mem[15];
		mem[15] <=  mux_out;
	end
	assign a00 = mem[0];
	assign a01 = mem[1];
	assign a09 = mem[9];
	assign a14 = mem[14];
	lsigma #(3,  7,  18) u0(lsigma0_out, a01);
	lsigma #(10, 17, 19) u1(lsigma1_out, a14);
	assign add_out = a00 + lsigma0_out + a09 + lsigma1_out;
	assign mux_out = (sel) ? add_out : in;
	assign out = mux_out;
endmodule
module lsigma(out, in);
	parameter SHIFT_BITS  	= 1;
	parameter ROTATE_BITS_0 = 1;
	parameter ROTATE_BITS_1 = 1;
	input  [31:0] in;
	output [31:0] out;
	wire [31:0] net [2:0];	 
	assign net[0] = in >> SHIFT_BITS;
	ror #(ROTATE_BITS_0) u1(net[1], in);
	ror #(ROTATE_BITS_0) u2(net[2], in);
	assign out = net[0] ^ net[1] ^ net[2];
endmodule
module ror(out, in);
	parameter N = 1;
	input  [31:0] in;
	output [31:0] out;
	assign out = {in[N-1:0], in[31:N]};
endmodule
==> impl_metrics.py <==
# Auto-generated metrics
metrics = {
    "critical_path": {
        "crit_slowest_cell": "fa_1",
        "r2r_end": "mem[15][29]",
        "max_stage_delay_ps": 540,
        "worstRegToRegCells": 15,
        "critical_path.cell_chain": "fa_1 -> inv_1 -> fa_1 -> inv_1 -> ha_1 -> inv_1 -> fa_1 -> nor2b_1 -> o31a_1 -> o21bai_1 -> a211o_1 -> a21oi_1 -> o221ai_1 -> xnor2_1 -> a21oi_1 -> clkdlybuf4s50_1",
        "critPathCaptureType": "primary output",
        "r2r_slack_ps": 10600,
        "arrival_ps": 5060,
        "crit_type": "reg -> out",
        "critPathTopFamily": "adder cells",
        "start_kind": "flop",
        "worst-path-buf-inv": 4,
        "required_ps": 11760,
        "crit_fanout": 4,
        "r2r_start": "mem[0][1]",
    },
    "finish": {
        "largest_registers": "mem x512",
        "final_cell_count_no_fill": 1696,
        "n_fill_cell": 4307,
        "final-comb-area_sq_um": 3130,
        "drive_above_1_share_pct": 9.95,
        "top_register": "mem",
        "ff_latch_area_sq_um": 10200,
        "largest_register_ff_count": 512,
        "area_growth_pct": 19.8,
    },
    "synth": {
        "netlist_area_sq_um": 14000,
        "top_cell_area_share_pct": 73.2,
        "yosysSeqAreaShare_pct": 73.2,
        "ys_chip_area_sq_um": 14000,
        "ys_ff": 512,
        "area_leaders": "dfxtp_1 73%, fa_1 7.3%, ha_1 3.8%, inv_1 3.0%, mux2_2 1.8%",
        "yosys_warnings": 4,
        "synth_cell_type_count": 52,
        "async_reset_ff_share_pct": 0,
        "top_cell": "dfxtp_1",
        "ff_type": "dfxtp_1",
        "yosysCellCount": 1006,
        "synthCells": 1006,
        "synth-edff-count": 0,
        "top_area_cell": "dfxtp_1",
        "avgSynthCellArea_sq_um": 13.9,
        "common_cells": "512 x dfxtp_1, 113 x inv_1, 51 x clkbuf_1, 51 x fa_1, 42 x ha_1",
    },
    "drt": {
        "wl_microns": 21400,
        "top_layer_used": "met4",
        "first_pass_iters": 4,
        "n_antenna_cell": 0,
        "wl_per_cell_microns": 12.6,
        "wl_met3_microns": 1500,
        "via_count": 6419,
        "met2_length_microns": 8900,
        "drc_errors": 0,
        "ant_nets": 0,
        "drt_iter0_markers": 251,
        "via_per_inst": 3.78,
        "wl_met1_microns": 10700,
    },
    "worst_hold_path": {
        "min-delay-path-class": "reg -> reg",
        "min_from": "mem[6][8]",
        "worstHoldEndpoint": "mem[5][8]",
        "min_path_cells": 0,
    },
    "global_route": {
        "grt_max_degree": 34,
        "antenna_found_initial": 0,
        "grt_pass1_vias": 6421,
        "track_usage_pct": 9.71,
        "grt_overflow": 0,
        "grt_pass1_wl_microns": 34400,
    },
    "cts": {
        "clockRootBuffer": "clkbuf_16",
        "cts_sinks": 512,
        "cts.repair.resized": 0,
        "post_cts_buffers": 0,
        "htree_levels": 2,
        "numCtsBuffers": 45,
        "clock_latency_ps": 550,
        "cts.path.max_buffers": 3,
        "cts_tree": "yes",
        "cts-hold-fix-buffers": 0,
        "clkSlewWorstSetupHoldPaths_ps": 60,
    },
    "place": {
        "gp_congestion": 0.894,
        "portBuffers": 65,
        "dpl.cell_count": 1618,
        "place_hpwl_microns": 15100,
    },
    "final_timing": {
        "slew_headroom_pct": 59.1,
        "timing.fmax_ghz": 0.125,
        "hold_viol_final": 0,
        "setup_viol": 0,
        "clock_skew_ps": 25.1,
        "min_period_ps": 8000,
        "worstMarginPinSlew_ps": 613,
        "tns_ps": 0,
        "rsz0062_at_grt": "no",
        "min_period_over_period_pct": 54.4,
        "maxSlewViolCount": 0,
    },
    "run": {
        "tool_warnings": 25,
        "maxCapViolCount": 0,
    },
    "die": {
        "die_h_microns": 218,
        "dieWidth_microns": 218,
        "initCoreUtil_pct": 30.7,
        "dieArea_sq_um": 47600,
        "row_count": 78,
        "pin_count": 66,
        "core-area_sq_um": 45700,
    },
    "run_status": {
        "status": "finished, final reports clean",
    },
}
-- placed cells by master (no fill, tap or decap), types with 3 or more instances in the layout --
master / n
nor2_1: 15
nor3_1: 6
clkbuf_8: 4
a21oi_1: 31
nand4_1: 3
clkbuf_1: 4
nand2_1: 31
a211oi_1: 4
dfxtp_1: 512
nand3_1: 6
clkinv_2: 10
mux2_2: 22
bufinv_16: 8
clkbuf_16: 45
xor2_1: 7
nor2b_1: 5
fa_1: 51
nand2b_1: 4
o21a_1: 5
ha_1: 42
xnor2_1: 19
a21o_1: 14
o31ai_1: 3
o21ai_0: 17
clkinv_4: 3
inv_1: 113
o21bai_1: 7
clkdlybuf4s50_1: 64
-- layout make-up --
type                       instances  area share [%]
clock buffer                      53            7.13
clock inverter                    25            2.27
inverter                         113            2.53
multi-input combinational        327            18.6
sequential                       512            61.1
tap                              600            4.47
timing repair buffer              66            3.89
-- per-stage QoR --
step	util (%)	cell area (sq um)	worst slack (ps)	hold WS, ps
after detailed placement	33.3	15200	6640	312
after CTS	36.7	16800	6640	300
after global routing	36.7	16800	6360	302
after floorplan	-	14000	7950	310
after global placement	33.3	15200	6670	310
final	36.7	16800	6700	307
-- cell families after synthesis --
family | synth area share [%]
buffers and inverters | 4.49
adder cells (fa/ha/maj) | 11.0
flip-flops | 73.2
AND/OR/NAND/NOR | 2.72
AND-OR/OR-AND | 5.11
XOR/XNOR | 1.63
multiplexers | 1.84
-- per-layer routing --
| metal | global-route usage [%] | vias to the layer above |
|---|---|---|
| met5 | 0 | - |
| met4 | 1.61 | 0 |
| met3 | 3.10 | 31 |
| met2 | 13.8 | 154 |
| met1 | 15.1 | 2961 |
| li1 | - | 3273 |
-- worst max path at each step --
stage / to / slack, ps / start / cells after the start
after CTS: out[31] / 6640 / sel / 6
after global routing: out[29] / 6360 / mem[0][1] / 16
final: out[29] / 6700 / mem[0][1] / 16
-- worst register-to-register path, cell delays in order (launching register included) --
cell,delay [ps]
dfxtp_1,320
fa_1,540
inv_1,50
fa_1,450
inv_1,80
ha_1,240
inv_1,70
fa_1,400
nor2b_1,170
o31a_1,250
o21bai_1,160
a211o_1,350
a21oi_1,260
o221ai_1,180
xnor2_1,150
a21oi_1,310
