==> ./design.v <==
module majority(out, a, b, c);
	input  [31:0] a, b, c;
	output [31:0] out;
	assign out = (a & b) | (a & c) | (b & c);
endmodule
==> ./run.sh <==
#!/bin/bash
# OpenROAD 26Q1-2900-gdf79404cd8, Yosys 0.63+post, stock flow scripts
make -C /OpenROAD-flow-scripts/flow DESIGN_CONFIG=/design/flow/config.mk WORK_HOME=/design/flow/orfs finish
==> ./config.mk <==
export PLATFORM = sky130hd
export DESIGN_NAME = majority
export DESIGN_NICKNAME = majority
export VERILOG_FILES = /design/flow/design.v
export SDC_FILE = /design/flow/constraint.sdc
export NUM_CORES = 4
export LEC_CHECK = 1
export CORE_AREA = 10 10 70 70
export DIE_AREA = 0 0 80 80
==> ./constraint.sdc <==
current_design majority

set clk_period 1.0
set clk_io_pct 0.2

create_clock -name clk0 -period $clk_period

set non_clock_inputs [all_inputs -no_clocks]
set_input_delay [expr $clk_period * $clk_io_pct] -clock clk0 $non_clock_inputs
set_output_delay [expr $clk_period * $clk_io_pct] -clock clk0 [all_outputs]
==> impl_metrics.py <==
# Auto-generated metrics
metrics = {
    "run_status": {
        "status": "finished clean",
    },
    "clocking": {
        "hold_buffers": 0,
        "cts_setup_buffers": 0,
    },
    "placement": {
        "hpwlAfterDp_um": 3111,
        "dp_slack_ns": -0.5641,
        "numPortBuffers": 128,
        "gp_congestion": 0.8185,
    },
    "critical_path": {
        "crit_fanout": 1,
        "path_cells": "clkdlybuf4s15_1 -> maj3_2 -> buf_2",
        "cp-end-kind": "output pin",
        "crit_type": "input pin to output pin",
        "worstSetupStartpointType": "input pin",
        "crit_required_ns": 0.80,
        "crit_path_max_incr_delay_ns": 0.30,
        "cpMaxStageDelayCell": "maj3_2",
        "arrival_ns": 0.78,
    },
    "power_and_ir_drop": {
        "swShare": 0.2323,
        "power.density_mw_per_mm2": 328.8,
        "p_leak_nw": 0.6515,
        "clock_power_share": 0,
        "seqPwrFrac": 0,
        "combPwrFrac": 1.000,
        "ir_worst_vdd_mv": 0.1168,
        "switching_power_uw": 105.3,
        "p_int_uw": 348.0,
        "power_uw": 453.3,
    },
    "synthesis": {
        "synthTopCellsByArea": "maj3_2",
        "synth_area_sq_um": 360.3,
        "avgSynthCellArea_sq_um": 11.26,
        "yosys_cells": 32,
        "top_cell_area_share": 1.000,
        "syn_inst": 32,
        "largest_area_cell": "maj3_2",
        "ys_seq_share": 0,
        "ys_warn_count": 0,
        "synth_cell_types": 1,
        "ys_area_sq_um": 360.3,
    },
    "timing": {
        "setup_tns_ns": 0,
        "holdWs_ns": 0.7215,
        "hold_viol": 0,
        "slew_violations": 0,
        "fmax_ghz": 1.020,
        "tightest_slew_ns": 0.05576,
        "slew_headroom": 0.9628,
        "rsz0062_at_grt": "false",
        "finalWorstSetupSlack_ns": 0.02001,
        "finalSetupViolations": 0,
        "final.period_utilization": 0.9800,
        "period_needed_ns": 0.9800,
    },
    "grt": {
        "grt_pass1_wl_um": 4547,
        "grt_max_degree": 2,
        "track_usage": 0.08797,
        "grt_pass1_vias": 857,
        "grt-ovfl-total": 0,
        "grt_antenna_before_repair": 0,
    },
    "floorplan": {
        "initCoreUtil": 0.1055,
        "chipArea_sq_mm": 0.006400,
        "die_h_um": 80,
        "die_x_um": 80,
        "rows": 21,
        "io_pins": 128,
        "core_area_sq_mm": 0.003416,
    },
    "min_path": {
        "holdCritPathClass": "input pin to output pin",
    },
    "final_layout": {
        "area.sequential_sq_um": 0,
        "final_common_cell": "clkdlybuf4s15_1",
        "syn_to_final_growth_pct": 282.6,
        "ff_count": 0,
        "lay_top_cells": "clkdlybuf4s15_1, buf_2, maj3_2",
        "clkbuf_count": 0,
        "layout-drive-gt1-share": 0.6000,
    },
    "detailed_routing": {
        "via_count": 789,
        "diodes": 0,
        "wl_um": 3169,
        "post_drt_wl_per_cell_um": 15.38,
        "firstDrtPassIters": 2,
        "vias_per_cell": 3.830,
        "drt_iter0_markers": 4,
        "ant_nets": 0,
        "drc_errors": 0,
    },
    "flow_run": {
        "cap_violations": 0,
        "warnings": 33,
    },
}
[kinds of logic (layout without fill, tap and decap cells)]
group      Yosys count  after routing  synth area share
fa+ha+maj           32             32             1.000
buf+inv              0            128                 0
[what timing repair did]
item,4_1_cts,5_1_grt
gates resized,294,30
pin swaps,32,16
endpoints found under the setup margin,32,23
[power by group through the flow]
stage	logic, mW	registers, mW	clock network, mW
final	0.453	0	0
after CTS	0.498	0	0
after global routing	0.499	0	0
[worst max-delay path, delay by kind of cell]
kind       cells  cell delay (ns)
fa+ha+maj      1             0.30
buf+inv        2             0.28
[area by class of cell]
cell class / instances / area, sq um
multi-input cells: 32 / 360.3
well taps: 46 / 57.56
repair buffers: 128 / 960.9
fillers: 369 / 2037
[path summary, 6_finish.rpt]
check / startpoint / to / slack [ns] / cells after the start
worst min-delay path: c[17] / out[17] / 0.72 / 3
worst max-delay path: c[26] / out[26] / 0.02 / 3
[metal layers]
| metal | GRT usage | share of wire | up-vias |
|---|---|---|---|
| met2 | 0.1669 | 0.53 | 61 |
| li1 | - | - | 384 |
| met3 | 0.03295 | 0.11 | 0 |
| met4 | 0 | 0 | 0 |
| met5 | 0 | 0 | - |
| met1 | 0.09492 | 0.36 | 344 |
[metrics by stage]
step,util,instance area (sq um),cells
after floorplan,-,360.3,32
after global placement,0.4974,1699,206
after detailed placement,0.4974,1699,206
after CTS,0.4476,1529,206
after global routing,0.4037,1379,206
final,0.4037,1379,206
[cells in the mapped netlist (all sizes together)]
library cell,count
maj3,32
