==> /design/flow/design.v <==
module choice(out, a, b, c);
	input  [31:0] a, b, c;
	output [31:0] out;
	assign out = (a & b) | (~a & c);
endmodule
==> /design/flow/run.sh <==
#!/bin/bash
# OpenROAD 26Q1-2900-gdf79404cd8, Yosys 0.63+post, stock flow scripts
make -C /OpenROAD-flow-scripts/flow DESIGN_CONFIG=/design/flow/config.mk WORK_HOME=/design/flow/orfs finish
==> /design/flow/config.mk <==
export PLATFORM = sky130hd
export DESIGN_NAME = choice
export DESIGN_NICKNAME = choice
export VERILOG_FILES = /design/flow/design.v
export SDC_FILE = /design/flow/constraint.sdc
export NUM_CORES = 4
export LEC_CHECK = 1
export CORE_AREA = 10 10 70 70
export DIE_AREA = 0 0 80 80
==> /design/flow/constraint.sdc <==
current_design choice

set clk_period 1.0
set clk_io_pct 0.2

create_clock -name clk0 -period $clk_period

set non_clock_inputs [all_inputs -no_clocks]
set_input_delay [expr $clk_period * $clk_io_pct] -clock clk0 $non_clock_inputs
set_output_delay [expr $clk_period * $clk_io_pct] -clock clk0 [all_outputs]
==> flow_summary.ini <==
; synthesis and place-and-route metrics
[run_status]
outcome = finished clean

[final_timing]
setup_slack_ns = 0.00597
worst_slew_pin_slew_ns = 0.0663
drv_slew = 0
hold_violations = 0
fmax_mhz = 1010
slew_headroom = 0.956
setup_violations = 0
period_minus_slack_ns = 0.994
fin_crit_sh = 0.994

[worst_setup_path]
critPathCaptureType = output port
cpMaxStageDelayCell = mux2_4
crit_chain = dlygate4sd2_1 > mux2_4 > buf_6
setup.worst_path.start = b[29]
crit_path_start_kind = primary input
worstSetupPathType = primary input to output port
crit_end = out[29]
cpPeakStageDelay_ns = 0.26
cp_data_required_time_ns = 0.80
worst-path-max-fanout = 1
cp.arrival_ns = 0.79

[routing]
remaining_drc_errors = 0
drt_pre_antenna_iters = 2
wire_per_inst_um = 17.1
insertedDiodeCount = 0
wl_mm = 3.52
antenna_left = 0
detail_route.vias_per_cell = 3.84
vias = 791
first_iter_violations = 6

[cells_and_area]
fin_util = 0.488
drive_gt1_frac = 0.588
nFlopsAndLatches = 0
n_fill_cell = 337
nClkBuffers = 0
combGateArea_um2 = 480
lay_top_cells = 61 x clkdlybuf4s15_1, 32 x mux2_4, 26 x buf_6
seq_area_um2 = 0
syn_to_final_growth_pct = 247
mostFrequentLayoutCell = clkdlybuf4s15_1

[global_routing]
grt_max_degree = 2
met2_usage = 0.184
grt-busiest-layer = met2
use_met1 = 0.0844
track_usage = 0.0954
grt_pass1_wl_mm = 4.82
grt_pass1_vias = 995
gr-total-overflow = 0
antenna_found_initial = 0
use_met3 = 0.0636

[yosys]
yosysTopAreaCellShare = 1.00
area_leaders = mux2_4 100%
largest_area_cell = mux2_4
syn-mean-instance-area_um2 = 15.0
yosysWarnings = 0
synth_cell_types = 1
yosys_area_um2 = 480
netlist_instances = 32
synth_stat.cells = 32
synth_seq_share = 0
syn_area_um2 = 480

[job]
tool_warnings = 32
cap_violations = 0

[placement]
io_buffers = 128
place_ws_ns = -0.629
place_congestion = 0.719

[pwr]
powerDensity_mw_per_mm2 = 380
irDropWorstVdd_mv = 0.150
leakagePower_nw = 0.871

[worst_hold_path]
whs_path_depth = 3
hold_path_class = primary input to output port

[die]
die_w_um = 80
pin_count = 128
coreArea_mm2 = 0.00342
dieArea_mm2 = 0.00640
fp_util = 0.141
die_h_um = 80
rows = 21

[clocking]
cts_setup_buffers = 0
per-layer routing:
layer  wire length [um]  share of wire
met1               1110           0.31
met2               1850           0.53
met3                561           0.16
met4                  0              0
met5                  0              0
through the flow:
stage | setup TNS, ns | hold WS, ns | cell area (um^2) | total power, mW | instances
after floorplan | 0 | 0.502 | 480 | 0.153 | 32
after global placement | -19.14 | 1.44 | 1820 | 0.754 | 206
after detailed placement | -19.20 | 1.44 | 1820 | 0.760 | 206
after CTS | 0 | 0.772 | 1750 | 0.642 | 206
after global routing | -0.000703 | 0.723 | 1670 | 0.679 | 206
final | 0 | 0.708 | 1670 | 0.632 | 206
how the worst min path moves through the flow:
| stage | startpoint | slack, ns | endpoint |
|---|---|---|---|
| 5_1_grt | a[3] | 0.72 | out[3] |
| 4_1_cts | c[20] | 0.77 | out[20] |
| 6_report | a[24] | 0.71 | out[24] |
cell usage after synthesis:
cell,number
mux2_4,32
area by class of cell:
class / count / share of cell area
well taps: 46 / 0.0346
multi-input cells: 32 / 0.289
repair buffers: 128 / 0.677
timing repair:
item	4_1_cts	5_1_grt
endpoints found under the setup margin	32	31
hold buffers	0	0
resized	288	63
where the power goes:
group          switching, mW  internal (mW)  leakage, nW  total [mW]
Combinational          0.130          0.502        0.871       0.632
Sequential                 0              0            0           0
Clock                      0              0            0           0
logic make-up after synthesis:
| logic type | Yosys count | share of synthesized area |
|---|---|---|
| multiplexers | 32 | 1.00 |
worst max-delay path, delay by kind of cell:
kind | cells | cell delay [ns]
mux | 1 | 0.26
buf+inv | 2 | 0.34
No activity file was given, so power comes from the tool's default toggle rates.
